==> flow/design.v <==
module EE427_PA3_Part2(
	output		     [6:0]		HEX0,
	output		     [6:0]		HEX1,
	output		     [6:0]		HEX2,
	output		     [6:0]		HEX3,
	output		     [6:0]		HEX4,
	output		     [6:0]		HEX5,
	input 		     [3:0]		KEY,
	output		     [9:0]		LEDR,
	input 		     [9:0]		SW
);
wire [7:0] product;  
pipeline u_pipeline(.clk(KEY[0]), .rst_n(SW[9]), .data_a(SW[7:4]), .data_b(SW[3:0]), .result(LEDR[7:0]));
bin2dec u_inputA(.v(SW[7:4]), .hex0(HEX3[6:0]), .hex1(HEX2[6:0]));
bin2dec u_inputB(.v(SW[3:0]), .hex0(HEX1[6:0]), .hex1(HEX0[6:0]));
endmodule
module pipeline(
	input clk, rst_n,
	input [3:0] data_a, data_b,
	output reg [7:0] result
);
	reg [3:0] reg_and_stg1;  
	reg [3:0] reg_fa_stg2, reg_fa_stg3;  
	reg [3:0] reg_p0_stg2, reg_p0_stg3;  
	reg [3:0] reg_p1_stg3;  
	reg [3:0] reg_cout_stg2, reg_cout_stg3;  
	reg [3:0] reg_dataA_stg1, reg_dataB_stg1;  
	reg [3:0] reg_dataA_stg2, reg_dataB_stg2;  
	reg [3:0] reg_dataA_stg3, reg_dataB_stg3;  
	wire [3:0] and_stg1, and_stg2, and_stg3, and_stg4;
	wire [3:0] cout_stg2, cout_stg3, cout_stg4;
	wire [3:0] fa_stg2, fa_stg3, fa_stg4;
	assign and_stg1 = data_a & {4{data_b[0]}};
	always@(posedge clk, negedge rst_n) begin
		if (!rst_n) begin
			reg_and_stg1 <= 0;
		end else begin
			reg_and_stg1 <= and_stg1;
		end
	end
	always@(posedge clk, negedge rst_n) begin
		if (!rst_n) begin
			reg_dataA_stg1 <= 0;
			reg_dataB_stg1 <= 0;
		end else begin
			reg_dataA_stg1 <= data_a;
			reg_dataB_stg1 <= data_b;
		end
	end
	assign and_stg2 = reg_dataA_stg1 & {4{reg_dataB_stg1[1]}};
	fa fa_stage2_0(reg_and_stg1[1], and_stg2[0], 1'b0, cout_stg2[0], fa_stg2[0]);  
	fa fa_stage2_1(reg_and_stg1[2], and_stg2[1], cout_stg2[0], cout_stg2[1], fa_stg2[1]);
	fa fa_stage2_2(reg_and_stg1[3], and_stg2[2], cout_stg2[1], cout_stg2[2], fa_stg2[2]);
	fa fa_stage2_3(1'b0, and_stg2[3], cout_stg2[2], cout_stg2[3], fa_stg2[3]);  
	always@(posedge clk, negedge rst_n) begin
		if (!rst_n) begin
			reg_cout_stg2 <= 0;
			reg_p0_stg2 <= 0;
			reg_fa_stg2 <= 0;
		end else begin
			reg_cout_stg2 <= cout_stg2;
			reg_p0_stg2 <= reg_and_stg1;
			reg_fa_stg2 <= fa_stg2;
		end
	end
	always@(posedge clk, negedge rst_n) begin
		if (!rst_n) begin
			reg_dataA_stg2 <= 0;
			reg_dataB_stg2 <= 0;
		end else begin
			reg_dataA_stg2 <= reg_dataA_stg1;
			reg_dataB_stg2 <= reg_dataB_stg1;
		end
	end
	assign and_stg3 = reg_dataA_stg2 & {4{reg_dataB_stg2[2]}};
	fa fa_stage3_0(and_stg3[0], reg_fa_stg2[1], 1'b0, cout_stg3[0], fa_stg3[0]);  
	fa fa_stage3_1(and_stg3[1], reg_fa_stg2[2], cout_stg3[0], cout_stg3[1], fa_stg3[1]);
	fa fa_stage3_2(and_stg3[2], reg_fa_stg2[3], cout_stg3[1], cout_stg3[2], fa_stg3[2]);
	fa fa_stage3_3(and_stg3[3], reg_cout_stg2[3], cout_stg3[2], cout_stg3[3], fa_stg3[3]);  
	always@(posedge clk, negedge rst_n) begin
		if (!rst_n) begin
			reg_cout_stg3 <= 0;
			reg_p0_stg3 <= 0;
			reg_p1_stg3 <= 0;
			reg_fa_stg3 <= 0;
		end else begin
			reg_cout_stg3 <= cout_stg3;
			reg_p0_stg3 <= reg_p0_stg2;
			reg_p1_stg3 <= reg_fa_stg2;
			reg_fa_stg3 <= fa_stg3;
		end
	end
	always@(posedge clk, negedge rst_n) begin
		if (!rst_n) begin
			reg_dataA_stg3 <= 0;
			reg_dataB_stg3 <= 0;
		end else begin
			reg_dataA_stg3 <= reg_dataA_stg2;
			reg_dataB_stg3 <= reg_dataB_stg2;
		end
	end
	assign and_stg4 = reg_dataA_stg3 & {4{reg_dataB_stg3[3]}};
	fa fa_stage4_0(and_stg4[0], reg_fa_stg3[1], 1'b0, cout_stg4[0], fa_stg4[0]);  
	fa fa_stage4_1(and_stg4[1], reg_fa_stg3[2], cout_stg4[0], cout_stg4[1], fa_stg4[1]);
	fa fa_stage4_2(and_stg4[2], reg_fa_stg3[3], cout_stg4[1], cout_stg4[2], fa_stg4[2]);
	fa fa_stage4_3(and_stg4[3], reg_cout_stg3[3], cout_stg4[2], cout_stg4[3], fa_stg4[3]);  
	always@(posedge clk, negedge rst_n) begin
		if (!rst_n) begin
			result <= 0;
		end else begin
			result <= {cout_stg4[3], fa_stg4[3:0], reg_fa_stg3[0], reg_p1_stg3[0], reg_p0_stg3[0]};
		end 
	end
endmodule
module fa(
	input a, b, c_in,
	output c_out, s
);
	assign c_out = (a & b) | (b & c_in) | (c_in & a);
	assign s = a ^ b ^ c_in;
endmodule
module bin2dec(input [3:0]  v,
				output reg[6:0] hex0, hex1);
	always @(*) begin
		case(v)
			4'b0000: begin
				hex0 = 7'b1000000;  
				hex1 = 7'b1000000;  
			end
			4'b0001: begin
				hex0 = 7'b1000000;  
				hex1 = 7'b1111001;  
			end
			4'b0010: begin
				hex0 = 7'b1000000;  
				hex1 = 7'b0100100;  
			end
			4'b0011: begin
				hex0 = 7'b1000000;  
				hex1 = 7'b0110000;  
			end
			4'b0100: begin
				hex0 = 7'b1000000;  
				hex1 = 7'b0011001;  
			end
			4'b0101: begin
				hex0 = 7'b1000000;  
				hex1 = 7'b0010010;  
			end
			4'b0110: begin
				hex0 = 7'b1000000;  
				hex1 = 7'b0000010;  
			end
			4'b0111: begin
				hex0 = 7'b1000000;  
				hex1 = 7'b1111000;  
			end
			4'b1000: begin
				hex0 = 7'b1000000;  
				hex1 = 7'b0000000;  
			end
			4'b1001: begin
				hex0 = 7'b1000000;  
				hex1 = 7'b0011000;  
			end
			4'b1010: begin
				hex0 = 7'b1111001;  
				hex1 = 7'b1000000;  
			end
			4'b1011: begin
				hex0 = 7'b1111001;  
				hex1 = 7'b1111001;  
			end
			4'b1100: begin
				hex0 = 7'b1111001;  
				hex1 = 7'b0100100;  
			end
			4'b1101: begin
				hex0 = 7'b1111001;  
				hex1 = 7'b0110000;  
			end
			4'b1110: begin
				hex0 = 7'b1111001;  
				hex1 = 7'b0011001;  
			end
			4'b1111: begin
				hex0 = 7'b1111001;  
				hex1 = 7'b0010010;  
			end
			default: begin
				hex0 = 7'b1000000;  
				hex1 = 7'b1000000;  
			end
		endcase
	end
endmodule
==> flow/run.sh <==
#!/bin/bash
# OpenROAD 26Q1-2900-gdf79404cd8, Yosys 0.63+post, stock flow scripts
make -C /OpenROAD-flow-scripts/flow DESIGN_CONFIG=/design/flow/config.mk WORK_HOME=/design/flow/orfs finish
==> flow/config.mk <==
export PLATFORM = sky130hd
export DESIGN_NAME = EE427_PA3_Part2
export DESIGN_NICKNAME = EE427_PA3_Part2
export VERILOG_FILES = /design/flow/design.v
export SDC_FILE = /design/flow/constraint.sdc
export NUM_CORES = 4
export LEC_CHECK = 1
export CORE_AREA = 10 10 110 110
export DIE_AREA = 0 0 120 120
==> flow/constraint.sdc <==
current_design EE427_PA3_Part2

set clk_period 1.6
set clk_io_pct 0.2

create_clock -name clk0 -period $clk_period [get_ports {KEY}]

set non_clock_inputs [all_inputs -no_clocks]
set_input_delay [expr $clk_period * $clk_io_pct] -clock clk0 $non_clock_inputs
set_output_delay [expr $clk_period * $clk_io_pct] -clock clk0 [all_outputs]
==> impl_metrics.toml <==
# yosys + openroad results
[drt]
wire_per_inst_um = 10.5
via_per_inst = 3.45
ant_nets = 0
wl_mm = 3.89
firstDrtPassIters = 4
diodes = 0
drt_iter0_drc = 55
drc = 0
dr_total_vias = 1278

[final_timing]
drv_slew = 0
rsz0062_at_grt = "yes"
finClkSkew_ns = 0.000627
hold_violations = 0
fin_crit_sh_pct = 115
max_freq_mhz = 545
holdWs_ns = 0.315
period_minus_slack_ns = 1.83
tns_ns = -0.959
setup_violations = 13
setup_slack_ns = -0.235

[cts]
htree_levels = 2
cts_buffers = 5
clk_pin_slew_ns = 0.06
clockBufferDepth = 2
cts_tree = "done"
clock_latency_ns = 0.25
clock_sinks = 43
cts-root-buf = "clkbuf_8"

[power_and_ir_drop]
peakVddDrop_mv = 0.326
p_per_area_nw_per_um2 = 739
p_leak_uw = 0.00143
totalPowerFinal_uw = 2270

[placement]
gp_congestion = 0.855
portBuffers = 39
pre_cts_ws_ns = -0.869
hpwl_mm = 2.79

[setup_path]
path_buffers = 2
worst_ep_arrival_time_ns = 1.98
cpLargestDelayFamily = "adder cells"
reg2regPathDepth = 7
crit_path_cell_trace = "and2_4, ha_4, fa_2, inv_2, fa_2, fa_1, inv_1"
path_max_fanout = 4
crit_path_start = "u_pipeline.reg_dataB_stg3[3]"
end_kind = "register"
cp-start-kind = "register"
reg2reg_to = "u_pipeline.result[6]"
rrSetupSlack_ns = -0.23
timing.rr.start = "u_pipeline.reg_dataB_stg3[3]"
critPathMaxStageDelay_ns = 0.48
worstPathRequired_ns = 1.75
crit_path_end = "u_pipeline.result[6]"
path_common_cell = "fa_2"
worstSetupPathType = "register to register"
crit_cells = 7
cp_slowest_cell = "fa_1"

[global_routing]
grt_max_degree = 37
grt_antenna_before_repair = 0
overflow = 0
grt_pass1_wl_mm = 6.38
first_global_vias = 1362
grt_util_all_layers_pct = 5.22

[run]
tool_warnings = 79
cap_violations = 0

[die]
io_pins = 66
die_area_um2 = 14400
num_rows = 36
fp.dieH_um = 120
core_area_um2 = 9770
fp-utilization_pct = 22.0
die_x_um = 120

[min_path]
hold_class = "input port to register"

[final_layout]
nFillCells = 962
layout-drive-gt1-share_pct = 40.1
area_growth_pct = 43.3
regArea_um2 = 1080
logic_area_um2 = 1050

[logic_synthesis]
synth_stat.cells = 175
async_flop_share_pct = 100
top_cell_area_share_pct = 50.1
syn_area_um2 = 2150
synthCells = 175
synth_chip_area_um2 = 2150
yosys_warnings = 18
ys.flop_type = "dfrtp_1"
postSynthRegisterBits = 43
syn_area_per_cell_um2 = 12.3
yosysTopAreaCell = "dfrtp_1"
common_cells = "dfrtp_1 (43), buf_4 (29), inv_1 (17)"
seq_area_frac_synth_pct = 50.1
synthMostInstantiatedCell = "dfrtp_1"
topCellsByArea = "dfrtp_1 (50%), buf_4 (10%), ha_1 (9.3%)"
synth_cell_types = 24
edf_count = 0

[status]
status = "finished with violations"
violations = "setup timing"
[report_power, final]
group	switching, uW	leakage [uW]	internal [uW]
sequential	39.5	0.000524	1190
combinational	194	0.000856	295
clock	216	0.0000470	335
total	450	0.00143	1820
[state kept, by name, summed over array words and instances (netlist names)]
| register | cells |
|---|---|
| u_pipeline.reg_p0_stg3 | 1 |
| u_pipeline.reg_dataB_stg1 | 3 |
| u_pipeline.reg_p0_stg2 | 1 |
| u_pipeline.reg_and_stg1 | 4 |
| u_pipeline.reg_dataB_stg3 | 1 |
| u_pipeline.reg_cout_stg3 | 1 |
| u_pipeline.reg_fa_stg2 | 4 |
| u_pipeline.reg_fa_stg3 | 4 |
| u_pipeline.result | 8 |
| u_pipeline.reg_cout_stg2 | 1 |
| u_pipeline.reg_dataA_stg3 | 4 |
| u_pipeline.reg_dataB_stg2 | 2 |
| u_pipeline.reg_p1_stg3 | 1 |
| u_pipeline.reg_dataA_stg1 | 4 |
| u_pipeline.reg_dataA_stg2 | 4 |
[cell usage in the layout, fill, tap and decap left out, drive strengths merged]
cell           netlist  routed
a31oi                2       2
dlygate4sd3          0       1
clkinv               0       1
and2                10      10
nand3                2       2
o21a                 2       2
clkbuf               0       7
o21ai                2       2
nand2b               6       6
nor2                 6       6
clkdlybuf4s50        0       8
mux4                 4       4
nor2b                2       2
dlygate4sd2          0      14
a21oi                4       4
fa                   8       8
dfrtp               43      43
conb                 2      22
buf                 32      42
ha                  16      16
mux2i                4       4
nand2               10      10
inv                 18      18
clkdlybuf4s15        0       1
a211oi               2       2
[area by class of cell]
| type | instances | share of cell area [%] |
|---|---|---|
| clock buffer | 6 | 2.68 |
| timing repair buffer | 67 | 19.7 |
| clock inverter | 1 | 0.163 |
| multi-input combinational | 102 | 34.1 |
| inverter | 18 | 2.93 |
| tap | 133 | 5.41 |
| sequential | 43 | 35.0 |
[per-stage QoR]
step,util [%],instance area (um2),std cells
finish,31.5,3080,370
floorplan,-,2250,195
CTS,30.6,3000,369
detailed placement,27.7,2710,353
global placement,27.7,2710,353
global route,31.5,3080,370
[worst min-delay path by stage]
stage | from | to | cells after the start
CTS | SW[5] | u_pipeline.reg_dataA_stg1[1] | 2
global route | SW[4] | u_pipeline.reg_dataA_stg1[0] | 2
finish | SW[5] | u_pipeline.reg_dataA_stg1[1] | 2
[layer usage]
layer / track usage [%] / wire (um) / up-vias
met1: 6.69 / 1620 / 609
met4: 0.830 / 61 / 0
met2: 8.01 / 1840 / 43
met3: 2.57 / 374 / 6
li1: - / - / 620
met5: 0 / 0 / -
[cells by family after synthesis]
group / share of synthesized area [%]
buffers and inverters: 14.3
DFF: 50.1
and+or+nand+nor: 8.50
adders and majority gates: 16.8
AOI/OAI and AO/OA: 3.61
muxes: 6.41
other: 0.350
[repair_timing]
action / 4_1_cts / 5_1_grt
resized: 122 / 20
hold buffers: 1 / 0
setup endpoints to repair: 31 / 18
pin swaps: 11 / 4
setup buffers: 8 / 1
endpoints found under the hold margin: 7 / 0
[worst reg2reg max path, cell delays in order (launching register included)]
cell and delay [ns]:
dfrtp_1 0.38, and2_4 0.16, ha_4 0.12, fa_2 0.19
inv_2 0.04, fa_2 0.33, fa_1 0.48, inv_1 0.04
Power is estimated from default activity; no workload was simulated.
