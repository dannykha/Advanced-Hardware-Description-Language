[/design/flow/config.mk]
export PLATFORM = sky130hd
export DESIGN_NAME = EE427_PA2_Part2
export DESIGN_NICKNAME = EE427_PA2_Part2
export VERILOG_FILES = /design/flow/design.v
export SDC_FILE = /design/flow/constraint.sdc
export NUM_CORES = 4
export LEC_CHECK = 1
export CORE_UTILIZATION = 50
[/design/flow/constraint.sdc]
current_design EE427_PA2_Part2

set clk_period 3.7
set clk_io_pct 0.2

create_clock -name clk0 -period $clk_period [get_ports {CLOCK_50}]

set non_clock_inputs [all_inputs -no_clocks]
set_input_delay [expr $clk_period * $clk_io_pct] -clock clk0 $non_clock_inputs
set_output_delay [expr $clk_period * $clk_io_pct] -clock clk0 [all_outputs]
[/design/flow/design.v]
module EE427_PA2_Part2(
	input 		          		CLOCK2_50,
	input 		          		CLOCK3_50,
	input 		          		CLOCK4_50,
	input 		          		CLOCK_50,
	output		     [6:0]		HEX0,
	output		     [6:0]		HEX1,
	output		     [6:0]		HEX2,
	output		     [6:0]		HEX3,
	output		     [6:0]		HEX4,
	output		     [6:0]		HEX5,
	input 		     [9:0]		SW
);
wire clk;
wire resetSW;
reg [31:0] min_1s;
reg [31:0] min_10s;
reg [31:0] sec_1s;
reg [31:0] sec_10s;
reg [31:0] hund_1s;
reg [31:0] hund_10s;
reg [7:0] min_cnt, sec_cnt, hund_cnt;
clock_divider clock(.i_clock(CLOCK_50), .reset_n(1), .o_clock(clk));
always @(posedge clk) begin
	if (SW[8] == 1'b1) begin
		min_cnt <= {SW[7:4], SW[3:0]};
	end
	if (SW[9] == 1'b0) begin
		hund_cnt <= hund_cnt + 1'b1;
		if (hund_cnt == 100) begin
			sec_cnt <= sec_cnt + 1'b1;
			hund_cnt <= 1'b0;
		end
		if (sec_cnt == 60) begin
			min_cnt <= min_cnt + 1'b1;
			sec_cnt <= 1'b0;
		end
		if (min_cnt >= 60) begin
			min_cnt <= 1'b0;
		end
		min_10s <= min_cnt / 10;
		min_1s <= min_cnt % 10;
		sec_10s <= sec_cnt / 10;
		sec_1s <= sec_cnt % 10;
		hund_10s <= hund_cnt / 10;
		hund_1s <= hund_cnt % 10;
	end
end
Seg7 MinHigh(.v(min_10s), .hex(HEX5));
Seg7 MinLow(.v(min_1s), .hex(HEX4));
Seg7 SecHigh(.v(sec_10s), .hex(HEX3));
Seg7 SecLow(.v(sec_1s), .hex(HEX2));
Seg7 HundHigh(.v(hund_10s), .hex(HEX1));
Seg7 HundLow(.v(hund_1s), .hex(HEX0));
endmodule
module clock_divider ( 
     input i_clock, 
     input reset_n, 
     output reg o_clock 
); 
     reg [27:0] cnt; 
     always @(posedge i_clock) begin 
          if (~reset_n) begin 
               cnt <= 0; 
          end else begin 
               if (cnt == 1000000)cnt <= 0; 
               else cnt <= cnt + 1;  
          end 
     end 
     always @(posedge i_clock) begin 
          if (~reset_n) begin 
               o_clock <= 0; 
          end else begin 
               if (cnt == 1000000)begin 
                    o_clock <= ~o_clock;  
               end 
          end 
     end 
endmodule
module Seg7(input [3:0]  v,
				output reg[6:0] hex);
	always @(*) begin
		case(v)
			4'b0000: hex = 7'b1000000;  
			4'b0001: hex = 7'b1111001;  
			4'b0010: hex = 7'b0100100;  
			4'b0011: hex = 7'b0110000;  
			4'b0100: hex = 7'b0011001;  
			4'b0101: hex = 7'b0010010;  
			4'b0110: hex = 7'b0000010;  
			4'b0111: hex = 7'b1111000;  
			4'b1000: hex = 7'b0000000;  
			4'b1001: hex = 7'b0011000;  
			4'b1010: hex = 7'b0001000;  
			4'b1011: hex = 7'b0000011;  
			4'b1100: hex = 7'b1000110;  
			4'b1101: hex = 7'b0100001;  
			4'b1110: hex = 7'b0000110;  
			4'b1111: hex = 7'b0001110;  
			default: hex = 7'b1000000;  
		endcase
	end
endmodule
[/design/flow/run.sh]
#!/bin/bash
# OpenROAD 26Q1-2900-gdf79404cd8, Yosys 0.63+post, stock flow scripts
make -C /OpenROAD-flow-scripts/flow DESIGN_CONFIG=/design/flow/config.mk WORK_HOME=/design/flow/orfs finish
==> flow_metrics.rpt <==
IMPLEMENTATION SUMMARY REPORT
----------------------------------------------------
[Worst setup path]
  CP Data Required Time ........................ 3.85 ns
  Critical path buffers and inverters ........................ 1
  Startpoint of the lowest-slack register-to-register path ........................ clock.cnt[2]$_SDFF_PN0_
  Family with the most delay on the worst path ........................ simple AND/OR/NAND/NOR gates
  Crit. path cell count ........................ 9
  Endpoint of the lowest-slack register-to-register path ........................ clock.cnt[27]$_SDFF_PN0_
  Crit-path most repeated cell ........................ sky130_fd_sc_hd__and3_1
  Startpoint of the most critical setup path ........................ clock.cnt[2]$_SDFF_PN0_
  Largest stage delay, worst path ........................ 0.41 ns
  Type of the worst setup path ........................ reg2reg
  Flop2flop setup slack ........................ ~1.7 ns
  Cell-by-cell listing of the critical path ........................ and3_1 -> and3_1 -> and3_1 -> and3_1 -> and2_1 -> nand2b_1 -> inv_1 -> nand4_1 -> xnor2_1
  Crit path capture type ........................ register
  Arr. time, crit path ........................ roughly 2.2 ns
  Cell at the slowest stage of the critical path ........................ sky130_fd_sc_hd__dfxtp_1
  Endpoint of the worst setup timing path ........................ clock.cnt[27]$_SDFF_PN0_
  Worst Reg2Reg Path Length in Cells ........................ 9
  Nature of the critical path startpoint ........................ register
  Max Fanout on Critical Path ........................ 5

[Clock network]
  Post-CTS repair timing setup buffer count ........................ 0
  Post-cts gate resize count ........................ 0
  TritonCTS clock tree ........................ yes
  H-tree level count ........................ 2
  Number of buffers inserted during clock tree synthesis ........................ 5
  Clock latency reported for the late side of the worst-skew pair ........................ ~0.27 ns
  Buffers from clock root to sink, at most ........................ 2
  Clock Pin Slew Worst Setup and Hold Paths ........................ approximately 0.05 ns
  Clock root buffer master ........................ sky130_fd_sc_hd__clkbuf_16
  Post-CTS Hold Buffers ........................ 0

[Detailed routing]
  Routed vias/inst ........................ 5.79
  ANT cells ........................ 0
  Wirelength, routed ........................ 17,100 µm
  Detailed-routing iteration count for the pre-antenna-repair pass ........................ 5
  Residual DRC ........................ 0
  Number of design-rule violations left by the first detailed-router iteration ........................ between 300 and 400
  Post-DRT Antenna Nets ........................ 0
  Routed wire per std cell ........................ ~15 µm
  DR vias ........................ 6,811

[Synthesis]
  Fraction of post-synthesis cell area in the top cell type by area ........................ 18.8%
  Mean instance size in the synthesized netlist ........................ between 8 and 9 µm²
  YS chip area ........................ 8290 µm²
  Count of instantiated cells in the yosys netlist ........................ about 940
  Register share after synthesis ........................ 33.7%
  Async S/R FF share, synth ........................ 0%
  Cell accounting for the most synthesized area ........................ sky130_fd_sc_hd__dfxtp_1
  Most common reg cell ........................ sky130_fd_sc_hd__dfxtp_1
  Yosys synthesis warning count ........................ 10
  Number of distinct library cell variants in the gate-level netlist after synthesis ........................ a little over 100
  Synthesized instance count ........................ around 940
  Top cells by area, synth ........................ sky130_fd_sc_hd__dfxtp_1, sky130_fd_sc_hd__edfxtp_1, sky130_fd_sc_hd__ha_1
  Mapped Area ........................ between 8000 and 9000 µm²
  Count of library flops with an enable pin ........................ between 40 and 50
  Post-synthesis register bit count ........................ ~120

[Power and ir drop]
  Cell leakage power ........................ between 3 and 4 nW
  Max IR drop VDD ........................ 377 µV
  Total power divided by cell area ........................ 94.3 nW/µm²

[Global routing]
  Highest-utilization routing layer at the global route stage ........................ met1
  Vias in the first global route ........................ 5,991
  Leftover overflow at the end of global routing ........................ 0
  Global Route met2 Usage ........................ about a third
  Initial antenna violation count ........................ 0
  Routing usage on met1 ........................ between 30% and 40%
  Wire length of the first global-routing pass ........................ ~29,000 µm
  Pin count of the biggest net entering global routing ........................ slightly above 90
  Overall global routing resource usage ........................ a little over a fifth
  Met3 Track Usage GR ........................ 2.49%

[Die]
  Die boundary height ........................ between 100 and 150 µm
  Floorplan core density ........................ a little over 50%
  Top-level port count ........................ roughly 56
  Die Width ........................ 131 µm
  Die area ........................ around 17,000 µm²
  Row count ........................ between 40 and 50
  Area inside the core boundary ........................ about 16,000 µm²

[Final timing]
  Setup Total Neg Slack ........................ 0 ns
  Number of failing setup endpoints in the final timing report ........................ 0
  Post-layout period usage ........................ 55.3%
  Worst-Margin Slew ........................ between 0.8 and 0.9 ns
  Highest Clock Rate ........................ roughly 490 MHz
  Period minus WS final ........................ 2.04 ns
  Rel. slew slack ........................ about 43%
  Unrepaired setup endpoints after global routing ........................ false
  Count of endpoints without a timing constraint ........................ 172
  Fin. max-slew vios ........................ 0
  Number of register pins that no clock reaches ........................ roughly 90
  Smallest hold slack ........................ just under 0.5 ns
  Skew final ........................ about 0.0037 ns
  Number of hold-slack violations in the final timing report ........................ 0

[Layout]
  Synthesis-to-finish area growth ........................ 8.95%
  Final Instance Count excl. Fillers ........................ 1,176
  # fillers ........................ ~1,400
  Share of layout cells above drive strength 1 ........................ 6.98%

[Placement]
  Post-DP HPWL ........................ between 10,000 and 15,000 µm
  Port bufs ........................ about 52
  RePlAce Congestion ........................ a little over 0.9
  Post-Place Cells ........................ roughly 1,200

[Job]
  Number of warnings the tools reported ........................ 57
  Max-Cap Viols ........................ 0

[Worst hold path]
  Hold crit path type ........................ reg2reg

[Outcome]
  Result of the run ........................ complete, no violations

----------------------------------------------------
## worst min path at each step
stage                                    start                  endpoint  cells after the start
after CTS             clock.cnt[24]$_SDFF_PN0_  clock.cnt[24]$_SDFF_PN0_                      1
after global routing  clock.cnt[24]$_SDFF_PN0_  clock.cnt[24]$_SDFF_PN0_                      1
final                 clock.cnt[24]$_SDFF_PN0_  clock.cnt[24]$_SDFF_PN0_                      1
## metal layers
| layer | share of wire, % | wire (µm) |
|---|---|---|
| met3 | 4.8 | 816 |
| met1 | 51 | 8690 |
| met2 | 44 | 7500 |
| met4 | 0.44 | 76 |
| met5 | 0 | 0 |
## power breakdown
| part | leakage, nW | switching (mW) | internal [mW] | total (mW) |
|---|---|---|---|---|
| Sequential | 1.03 | 0 | 0.323 | 0.323 |
| Clock | 0.0700 | 0.122 | 0.262 | 0.384 |
| Combinational | 2.32 | 0.0829 | 0.0616 | 0.144 |
| Total | 3.42 | 0.205 | 0.647 | 0.851 |
## final cells by class
class / instances / area (µm²) / share of cell area [%]
multi-input cells: 721 / 5050 / 55.9
flip-flops and latches: 119 / 2790 / 30.9
repair buffers: 59 / 573 / 6.35
well taps: 216 / 270 / 2.99
inverters: 54 / 203 / 2.25
clock buffers: 7 / 143 / 1.58
## metrics by stage
step / worst slack (ns) / power, mW / util, % / cell area (µm²)
5_1_grt: 1.52 / 0.891 / 56.2 / 9030
3_3_place_gp: 1.74 / 0.470 / 55.3 / 8890
4_1_cts: 1.67 / 0.859 / 56.2 / 9030
6_report: 1.66 / 0.851 / 56.2 / 9030
3_5_place_dp: 1.70 / 0.473 / 55.3 / 8890
2_1_floorplan: 1.83 / 0.441 / - / 8290
## layout by cell type (no fill, tap or decap), types with 17 or more instances in the layout
cell / n
sky130_fd_sc_hd__a21oi_1: 36
sky130_fd_sc_hd__clkdlybuf4s50_1: 52
sky130_fd_sc_hd__dfxtp_1: 78
sky130_fd_sc_hd__edfxtp_1: 41
sky130_fd_sc_hd__ha_1: 41
sky130_fd_sc_hd__inv_1: 49
sky130_fd_sc_hd__mux2i_1: 25
sky130_fd_sc_hd__nand2_1: 75
sky130_fd_sc_hd__nand2b_1: 17
sky130_fd_sc_hd__nand3_1: 40
sky130_fd_sc_hd__nor2_1: 71
sky130_fd_sc_hd__nor2b_1: 17
sky130_fd_sc_hd__nor3_1: 21
sky130_fd_sc_hd__o21ai_0: 41
sky130_fd_sc_hd__o22ai_1: 21
sky130_fd_sc_hd__xnor2_1: 37
## synthesized netlist by cell type, drive strengths merged (6+ instances only)
cell	number
and3	16
ha	41
nor2	71
a211oi	11
o211ai	16
xor2	13
xnor2	39
and2	10
nand3	40
a31oi	7
a2111oi	6
o21a	8
inv	51
a21oi	38
nor4b	6
a221o	6
o221ai	6
a21o	6
mux2	14
nand2	77
nand4	11
nor2b	18
edfxtp	41
nand3b	8
a221oi	7
nand2b	17
or3	8
buf	32
nor3	22
mux2i	28
dfxtp	78
nor4	8
o21ai	52
o22ai	21
clkbuf	17
## kinds of logic after synthesis
| group | count (synthesis) | synth area share (%) |
|---|---|---|
| muxes | 42 | 5.62 |
| AOI/OAI and AO/OA | 239 | 20.9 |
| adders and majority gates | 46 | 6.81 |
| DFF | 119 | 33.7 |
| buffers and inverters | 103 | 5.39 |
| xor gates and xnor gates | 53 | 5.95 |
| and+or+nand+nor | 341 | 21.7 |
## sequential cells by signal, indices dropped and copies added (netlist names)
signal and count:
clock.o_clock 1, HEX0 7, clock.cnt 28, hund_1s 4
HEX3 7, HEX2 7, HEX5 7, sec_cnt 8
sec_10s 4, min_10s 4, HEX1 7, HEX4 7
hund_cnt 8, hund_10s 4, min_1s 4, sec_1s 4
min_cnt 8
No activity file was given, so power comes from the tool's default toggle rates.
