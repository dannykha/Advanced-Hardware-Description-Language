==> /design/flow/design.v <==
module carry_save_adder#(parameter width = 50)(
	input [width - 1:0] op1, op2, op3,
	output[width - 1:0] sum,
	output[width:0] carry
);
	assign carry[0]=1'b0;
	genvar i;
	generate
		for(i= 0; i <= width - 1; i = i + 1) begin : stageCSA
			full_adder f1(op1[i], op2[i], op3[i], carry[i+1], sum[i]);
		end
	endgenerate
endmodule
module full_adder (
	input a, b, c_in,
	output c_out, s
);
	assign c_out = (a & b) | (b & c_in) | (c_in & a);
	assign s = a ^ b ^ c_in;
endmodule
module rca24bit#(parameter width = 50)(
	input [width - 1:0] op1, op2,
	input cin,
	output [width - 1:0] sum,
	output c_out
);
	wire [width:0] c_tmp;
	assign c_tmp[0] = cin;
	assign c_out = c_tmp[width];
	genvar i;
	generate
		for(i = 0; i <= width - 1; i = i + 1) begin : stageRCA
			full_adder f1(op1[i], op2[i], c_tmp[i], c_tmp[i+1], sum[i]);
		end
	endgenerate
endmodule
module wallace_tree(
	input [10:0] op1, op2, 
	output [21:0] product, 
	output carry
);
	wire [21:0] prod_tmp;
	wire [23:0] p [10:0];
	wire [23:0] carry_tmp [9:1];
	wire [23:0] sum_tmp [9:1];
	assign p[0] = (op2[0] == 1'b1) ? {12'b0, op1} : 24'h0000;
	assign p[1] = (op2[1] == 1'b1) ? {11'b0, op1, 1'b0} : 24'h0000;
	assign p[2] = (op2[2] == 1'b1) ? {10'b0, op1, 2'b0} : 24'h0000;
	assign p[3] = (op2[3] == 1'b1) ? {9'b0, op1, 3'b0} : 24'h0000;
	assign p[4] = (op2[4] == 1'b1) ? {8'b0, op1, 4'b0} : 24'h0000;
	assign p[5] = (op2[5] == 1'b1) ? {7'b0, op1, 5'b0} : 24'h0000;
	assign p[6] = (op2[6] == 1'b1) ? {6'b0, op1, 6'b0} : 24'h0000;
	assign p[7] = (op2[7] == 1'b1) ? {5'b0, op1, 7'b0} : 24'h0000;
	assign p[8] = (op2[8] == 1'b1) ? {4'b0, op1, 8'b0} : 24'h0000;
	assign p[9] = (op2[9] == 1'b1) ? {3'b0, op1, 9'b0} : 24'h0000;
	assign p[10] = (op2[10] == 1'b1) ? {2'b0, op1, 10'b0} : 24'h0000;
	carry_save_adder#(24) c1(p[0], p[1], p[2], sum_tmp[1], carry_tmp[1]);
	carry_save_adder#(24) c2(p[3], p[4], p[5], sum_tmp[2], carry_tmp[2]);
	carry_save_adder#(24) c3(p[6], p[7], p[8], sum_tmp[3], carry_tmp[3]);
	carry_save_adder#(24) c4(sum_tmp[1], carry_tmp[1], sum_tmp[2], sum_tmp[4], carry_tmp[4]);
	carry_save_adder#(24) c5(carry_tmp[2], sum_tmp[3], carry_tmp[3], sum_tmp[5], carry_tmp[5]);
	carry_save_adder#(24) c6(sum_tmp[4], carry_tmp[4], sum_tmp[5], sum_tmp[6], carry_tmp[6]);
	carry_save_adder#(24) c7(carry_tmp[5], p[9], p[10], sum_tmp[7], carry_tmp[7]);
	carry_save_adder#(24) c8(sum_tmp[6], carry_tmp[6], sum_tmp[7], sum_tmp[8], carry_tmp[8]);
	carry_save_adder#(24) c9(sum_tmp[8], carry_tmp[8], carry_tmp[7], sum_tmp[9], carry_tmp[9]);
	rca24bit#(24) add1(sum_tmp[9], carry_tmp[9], 1'b0, prod_tmp, carry);
	assign product = prod_tmp[21:0];
endmodule
==> /design/flow/run.sh <==
#!/bin/bash
# OpenROAD 26Q1-2900-gdf79404cd8, Yosys 0.63+post, stock flow scripts
make -C /OpenROAD-flow-scripts/flow DESIGN_CONFIG=/design/flow/config.mk WORK_HOME=/design/flow/orfs finish
==> /design/flow/config.mk <==
export PLATFORM = sky130hd
export DESIGN_NAME = wallace_tree
export DESIGN_NICKNAME = wallace_tree
export VERILOG_FILES = /design/flow/design.v
export SDC_FILE = /design/flow/constraint.sdc
export NUM_CORES = 4
export LEC_CHECK = 1
export CORE_UTILIZATION = 40
==> /design/flow/constraint.sdc <==
current_design wallace_tree

set clk_period 9.8
set clk_io_pct 0.2

create_clock -name clk0 -period $clk_period

set non_clock_inputs [all_inputs -no_clocks]
set_input_delay [expr $clk_period * $clk_io_pct] -clock clk0 $non_clock_inputs
set_output_delay [expr $clk_period * $clk_io_pct] -clock clk0 [all_outputs]
==> flow_summary.toml <==
# yosys + openroad results
[floorplan]
ios = 45
row_count = 36
die_y_um = 101.7
dieArea_um2 = 10340
design.core.area_um2 = 9684
die_x_um = 101.7
initial_core_util_pct = 41.05

[synthesis]
top_cell = "inv_1"
synth_cell_types = 10
synth_cells = 395
synth_top_cell_by_area = "fa_1"
yosys_warnings = 2
yosysChipArea_um2 = 3975
top_cell_area_share_pct = 49.35
top_cells_by_area = "fa_1, and2_4, inv_1, ha_1, and2_1"
top_cells_by_count = "inv_1, fa_1, and2_4, and2_1, ha_1"
syn_avg_cell_area_um2 = 10.06
syn-cell-area_um2 = 3975
ys_cells = 395
ys_seq_share_pct = 0

[job]
tool_warnings = 35
maxCapViolCount = 0

[sta]
setup_viol_count_final = 6
tns_ps = -4193
final_hold_viol_count = 0
timing.hold.ws_ps = 4727
rsz0062_at_grt = "yes"
max_freq_mhz = 91.14
fin_crit_ps = 10970
postLayoutSetupSlackWorst_ps = -1172
maxSlewViolCount = 0
period_used_pct = 112.0

[cells_and_area]
area_delta_synth_final_pct = 15.39
drive_above_1_share_pct = 36.78
clkbuf_count = 0
flops = 0
seq_area_um2 = 0
postLayoutCellArea_um2 = 4587
n_fill_cell = 885

[hold_path]
hold_class = "in2out"

[status]
violations = "negative setup slack"
status = "complete, but fails checks"

[global_route]
grt_pass1_wl_mm = 12.02
grtUsageMet1_pct = 24.15
grt-ovfl-total = 0
grtUsageMet2_pct = 25.94
grt_pass1_vias = 2612
track_usage_pct = 15.60
grt_use_met3_pct = 2.801
busiest_layer = "met2"
grt_max_degree = 11
antenna_found_initial = 0

[critical_path]
path_max_fanout = 2
cpMostUsedCell = "fa_2"
critical_path_class = "in2out"
cp.arrival_ps = 9010
slowest_stage = "fa_1"
crit_required_ps = 7840
crit_path_end_kind = "output pin"
cpPeakStageDelay_ps = 520
cp-start-kind = "input port"

[detailed_routing]
routed_wl_mm = 6.680
wl_per_cell_um = 11.76
vias = 2417
ant_nets = 0
viasPerCell = 4.255
drt_iter0_markers = 47
dr.pass1.iters = 2
n_antenna_cell = 0
drc = 0

[power_and_ir_drop]
ir_drop_mv = 0.1171
p_per_area_nw_per_um2 = 182.2
p_leak_nw = 2.307

[place]
dpl.hpwl_mm = 6.007
port_buffers = 44
dpl_cell_area_um2 = 4427
place.gp.congestion = 0.8282

[clocking]
holdBufCountCts = 0
-- cells in the final DEF, fill, tap and decap left out --
| cell type | count |
|---|---|
| dlymetal6s2s_1 | 1 |
| clkdlybuf4s50_1 | 17 |
| ha_1 | 23 |
| ha_2 | 2 |
| inv_2 | 11 |
| buf_2 | 10 |
| ha_4 | 4 |
| xor2_1 | 1 |
| clkbuf_2 | 1 |
| fa_1 | 82 |
| dlygate4sd2_1 | 6 |
| clkdlybuf4s15_2 | 1 |
| nand2_1 | 22 |
| nand2_2 | 1 |
| fa_2 | 16 |
| and2_4 | 65 |
| conb_1 | 1 |
| inv_1 | 89 |
| buf_6 | 15 |
| and2_1 | 33 |
| buf_4 | 31 |
| buf_8 | 3 |
-- power by group --
group,switching (mW),leakage (nW),internal [mW],total (mW)
sequential,0,0,0,0
combinational,0.334,2.31,0.502,0.836
clock,0,0,0,0
-- worst paths after layout --
check                  start          end  slack (ps)  cells after the start
worst min-delay path  op2[0]   product[0]        4730                      4
worst max-delay path  op2[5]  product[20]       -1170                     29
-- final cells by class --
cell class | count | area [µm²] | share of cell area [%]
inverter | 100 | 375.4 | 8.183
multi-input combinational | 250 | 3297 | 71.88
tap | 133 | 166.4 | 3.628
timing repair buffer | 85 | 748.2 | 16.31
-- metal layers --
layer | routed length (µm) | vias up | share of wire [%]
li1 | - | 1151 | -
met1 | 2980 | 1224 | 45
met2 | 3372 | 42 | 50
met3 | 327 | 0 | 4.9
met4 | 0 | 0 | 0
met5 | 0 | - | 0
-- critical path, delay by kind of cell --
kind          cells  cell delay (ps)
fa+ha+maj        19             6300
buf+inv           9              590
simple gates      1              150
-- cell families after synthesis --
group                    share of synthesized area (%)
other                                          0.09434
AND/OR/NAND/NOR                                  21.18
XOR/XNOR                                        0.2204
buffers and inverters                            20.02
adder cells (fa/ha/maj)                          58.48
-- stage by stage --
stage	power [mW]	worst slack (ps)	cells	util, %
after floorplan	0.6687	-989.9	395	-
after global placement	0.8899	-2073	555	45.71
after detailed placement	0.8825	-2100	555	45.71
after CTS	0.8744	-1225	566	47.16
after global routing	0.9918	-1445	568	47.36
final	0.8359	-1172	568	47.36
-- repair_timing --
| action | 4_1_cts | 5_1_grt |
|---|---|---|
| gates cloned | 0 | 0 |
| buffers inserted | 11 | 3 |
| resized | 120 | 9 |
| endpoints found under the setup margin | 9 | 8 |
| pin swaps | 20 | 7 |
No activity file was given, so power comes from the tool's default toggle rates.
